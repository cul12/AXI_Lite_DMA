==> flow/design.v <==
`timescale 1ns / 1ps
module axilite(
    input clk, reset, trigger, ARREADY, RVALID, AWREADY, WREADY, BVALID,
    input[4:0] length,
    input[31:0] source_address, destination_address, RDATA,
    output reg done, ARVALID, RREADY, AWVALID, WVALID, BREADY,
    output reg[31:0] ARADDR, AWADDR, WDATA,
    output reg[4:0] r_count, w_count);
    parameter READ_NONE=3'b000,
              READ_ADDR=3'b001,
              READ_DATA=3'b010,
              READ_STORE=3'b011,
              READ_DONE=3'b100;
    parameter WRITE_NONE=3'b000,          
              WRITE_ADDR=3'b001,
              WRITE_DATA=3'b010,
              WRITE_VALID=3'b011,
              WRITE_DONE=3'b100;
    reg [2:0] r_state, w_state;
    reg fifo_rd, fifo_wr;
    wire fifo_full, fifo_empty;
    wire [31:0] fifo_data;
    FIFO fifom(.clk(clk), .reset(reset), .FIFO_RD(fifo_rd), .FIFO_WR(fifo_wr), .RDATA(RDATA), .FIFO_EMPTY(fifo_empty), .FIFO_FULL(fifo_full),
                .DATA_OUT(fifo_data));
    always @(posedge clk) begin
        if(reset) begin
            r_state<= READ_NONE;
            RREADY<=0;
            fifo_wr<=0;
            r_count<= length>>2;
         end
         else begin
            case(r_state)
            READ_NONE: begin
                       if(trigger) begin
                        ARADDR<= source_address;
                        ARVALID<=1;
                        RREADY<=1;
                        r_state<= READ_ADDR; end
                       end
            READ_ADDR: begin
                       if(ARREADY) begin
                       ARVALID<=0;
                       r_state<= READ_DATA; end
                       end 
            READ_DATA: begin
                       if(RVALID && !fifo_full) begin
                       fifo_wr<=1;
                       r_state<= READ_STORE; end
                       end 
            READ_STORE: begin
                         r_count<=r_count-1;
                         r_state<=READ_DONE;
                        end
            READ_DONE: begin
                       fifo_wr<=0;
                       if(r_count==0)
                        RREADY<=0;
                       else begin
                        ARADDR<=ARADDR+4; 
                        r_state<=READ_ADDR; end
                       end
            endcase
        end
   end 
   always @(posedge clk) begin
           if(reset) begin
            w_state<= WRITE_NONE;
            AWVALID<=0;
            WVALID<=0;
            BREADY<=0;
            fifo_rd<=0;
            done<=0;
            w_count<= length>>2;
           end
           else begin 
            case(w_state)
            WRITE_NONE: begin
                         if(trigger) begin
                          AWADDR<=destination_address;
                          AWVALID<=1;
                          WVALID<=1;
                          BREADY<=1;
                          w_state<=WRITE_ADDR; end
                         end
            WRITE_ADDR: begin
                         if(AWREADY) begin
                          AWVALID<=0;
                         end
                         if(WREADY && !fifo_empty) begin 
                          WVALID<=0;
                          fifo_rd<=1; 
                          w_state<=WRITE_DATA; end
                         end
            WRITE_DATA: begin
                         if(BVALID) begin
                          w_count<=w_count-1;
                          w_state<=WRITE_VALID; end
                        end
            WRITE_VALID: begin
                         WDATA<=fifo_data;
                         fifo_rd<=0;
                         w_state<=WRITE_DONE;
                         end
            WRITE_DONE: begin
                         if(w_count==0) begin
                          BREADY<=0;
                          done<=1;end
                         else begin
                          AWADDR<=AWADDR+4;
                          w_state<=WRITE_ADDR; end
                        end
            endcase
      end
     end
endmodule
module FIFO(
    input clk, reset, FIFO_RD, FIFO_WR,
    input [31:0] RDATA,
    output reg FIFO_EMPTY, FIFO_FULL,
    output reg[31:0] DATA_OUT);
    reg[3:0] fifo_depth;
    reg[31:0] fifo_mem[0:15];
    reg[3:0] n,m;
    integer i;
    always @(posedge clk) begin
    if(reset) begin
                n<=0;
                m<=0;
                fifo_depth<=0;
                FIFO_EMPTY<=1'b1;
                FIFO_FULL<=1'b0;
                for (i=0; i<16; i=i+1) begin
                fifo_mem[i]<=0; 
                end
               end
    else begin
            FIFO_EMPTY<= (fifo_depth==0);
            FIFO_FULL<= (fifo_depth==15);
            if(!FIFO_FULL && FIFO_WR)
                begin
                    fifo_mem[n]<=RDATA;
                    n<=(n==15)? 0:n+1;
                    if(fifo_depth<15) fifo_depth<=fifo_depth+1;
                end
            if( !FIFO_EMPTY && FIFO_RD )
                begin
                    DATA_OUT<=fifo_mem[m];
                    m<=(m==15)? 0:m+1;
                    if(fifo_depth>0) fifo_depth<=fifo_depth-1;
                end
          end
     end 
endmodule 
==> flow/config.mk <==
export PLATFORM = sky130hd
export DESIGN_NAME = axilite
export DESIGN_NICKNAME = axilite
export VERILOG_FILES = /design/flow/design.v
export SDC_FILE = /design/flow/constraint.sdc
export NUM_CORES = 4
export LEC_CHECK = 1
export CORE_UTILIZATION = 50
==> flow/constraint.sdc <==
current_design axilite

set clk_period 12.0
set clk_io_pct 0.2

create_clock -name clk0 -period $clk_period [get_ports {clk}]

set non_clock_inputs [all_inputs -no_clocks]
set_input_delay [expr $clk_period * $clk_io_pct] -clock clk0 $non_clock_inputs
set_output_delay [expr $clk_period * $clk_io_pct] -clock clk0 [all_outputs]
==> flow/run.sh <==
#!/bin/bash
# OpenROAD 26Q1-2900-gdf79404cd8, Yosys 0.63+post, stock flow scripts
make -C /OpenROAD-flow-scripts/flow DESIGN_CONFIG=/design/flow/config.mk WORK_HOME=/design/flow/orfs finish
==> summary.txt <==
Observations from the implementation run.

Cells and area:
- Measured on the finished design, the core utilization comes to 59.8%.
- The run gives the sequential cell area as 20100 um2.
- Between the synthesized netlist and the finished layout, the area growth was recorded as 17.8%.
- The run gives the layout filler cell count as 4451.
- The run gives the combinational gate area as 10100 um2.
- The run puts the layout cell share with drive strength beyond 1 at 14.2%.

Clock network:
- The run gives the count of H-tree levels built during CTS as 3.
- The run gives the clock sink count as 682.
- The run gives the cell chosen for the clock root as sky130_fd_sc_hd__clkbuf_16.
- The run puts the largest buffer count on any clock path at 3.
- The run gives the clock slew at the register clock pins of the worst setup and hold paths as 0.06 ns.
- The run gives the hold buffer count at CTS as 0.
- The run puts the clock latency on the worst-skew pair at 0.61 ns.
- The run gives the clock tree from TritonCTS as yes.
- Once the clock tree was built, the setup fixing pass inserted 0 buffers.
- The run puts the number of buffers created by CTS at 76.
- The run gives the total of cells resized after clock tree synthesis as 0.

Final timing:
- In the final timing run, aggregate negative setup slack is 0 ns.
- The run gives the clock skew as 0.0180 ns.
- The run gives the upper clock frequency limit as 191 MHz.
- For the finished layout, the period the worst path requires is 5.22 ns.
- The run gives the max-slew headroom at the worst pin as 36.3%.
- Per the final timing report, the hold violations number 0.
- Per the finish-stage timing summary, setup violations number 0.
- The run puts the worst setup margin at 6.78 ns.
- The run gives the final critical-path share of the clock period as 43.5%.
- The run gives the slew at the pin closest to its max-slew limit as 0.947 ns.
- The run puts the count of final max-slew check failures at 0.
- Setup repair after global routing left no endpoint under its margin.

Job:
- OpenROAD emitted warnings numbering 33.
- Per the run summary, max-cap violations total 0.

Synth:
- The run puts the proportion of synthesized flip-flops having asynchronous set or reset at 0%.
- The run puts the register area share after synthesis at 65.4%.
- By instance count, the leading cell after synthesis is sky130_fd_sc_hd__edfxtp_1.
- The run gives the number of standard cells reported by yosys as 2124.
- The run puts the cell count after synthesis at 2124.
- The run puts the count of flip-flops with a built-in enable after synthesis at 647.
- The synthesis run shows the most used standard cells to be sky130_fd_sc_hd__edfxtp_1 (647), sky130_fd_sc_hd__and2_1 (519), sky130_fd_sc_hd__clkbuf_1 (132).
- Summed over all instances, the cell type with the most area after synthesis is sky130_fd_sc_hd__edfxtp_1.
- The run gives the netlist area before placement as 30800 um2.
- Synthesis instantiated 56 different standard cells from the library.
- Per the post-synthesis stats, the area per cell is 14.5 um2.
- Post-synthesis, Yosys gives the total cell area as 30800 um2.
- Yosys printed 2 warnings.
- The commonest register cell is sky130_fd_sc_hd__edfxtp_1.
- The synthesis stat section lists a flop and latch total of 682.
- Per the synthesis report, the single largest cell type by area occupies 63.2% of cell area.
- Sorting the synthesized cells by area gives the leading types as sky130_fd_sc_hd__edfxtp_1 (63%), sky130_fd_sc_hd__and2_1 (11%), sky130_fd_sc_hd__mux4_2 (9.4%), sky130_fd_sc_hd__dfxtp_1 (2.3%), sky130_fd_sc_hd__clkbuf_1 (1.6%).

Global route:
- Summed over all layers, the global routing overflow is 0.
- The run gives the number of antenna violations at the first check in global routing as 3.
- The run puts the via count of the first global-routing pass at 18800.
- The run gives the largest net degree at the start of global routing as 92.
- The run gives the global-route wire length before repair as 115000 um.
- The run gives the global-route usage over all layers as 27.4%.

Power and ir drop:
- The run gives the ratio of total power to cell area as 142 nW/um2.
- The worst-case IR drop observed on VDD is 106 uV.
- Per the OpenROAD power report, leakage power amounts to 0.0125 uW.

Floorplanning:
- The horizontal die dimension reported for this design is 250 um.
- The run gives the I/O pin count as 221.
- In this run the standard cell core region covers 60600 um2.
- After floorplanning, the core was divided into 90 placement rows.
- The run puts the vertical extent of the die at 250 um.
- The run gives the initial core utilization as 50.8%.
- The run gives the floorplan die area as 62500 um2.

Setup path:
- STA lists the maximum fanout along the critical path as 42.
- At the worst endpoint, the required time is 12.26 ns.
- STA classifies the critical path endpoint as a flip-flop.
- The worst setup path is of the in2reg kind.
- At the worst endpoint, the arrival time is 5.48 ns.
- The run gives the type of origin of the critical path as an input pin.

Placement:
- The run gives the estimated wirelength of the detail-placed design as 42200 um.
- The run gives the routability-driven placement congestion ratio as 0.839.
- In this run the tool buffered the top-level ports with 218 buffer cells.
- The run gives the pre-CTS worst setup slack as 6.25 ns.

Route:
- Once detail routing completed, the nets flagged for antenna violations numbered 0.
- The run puts the wire length reported by the detailed router at 76000 um.
- The run puts the DRC marker count from the first detailed-route iteration at 1011.
- The run puts the wire length per cell after detailed routing at 24.2 um.
- The DRC violation total left in the routed layout is recorded as 0.
- The run puts the met1 layer wirelength in the final routing at 29500 um.
- The highest layer touched by signal routing is met5.
- In the detailed route, the total length drawn on met2 is 33900 um.
- For this block, the via count after detailed routing is 18200.
- For this run, the detailed router's first-pass iteration total came to 5.
- Dividing the detail-routed via count by the number of cells gives 5.79.
- The run puts the detailed-routed wire length on met3 at 11500 um.

Outcome:
- The flow ran to the end, and the final reports show no timing, DRC or antenna violations.

Hold path:
- The worst hold path belongs to the class reg2reg.
## state kept, by name, summed over array words and instances (netlist names), 5 cells and up
register	cells
r_count	5
fifom.fifo_mem	512
WDATA	32
w_state	5
AWADDR	32
fifom.DATA_OUT	32
r_state	5
w_count	5
ARADDR	32
## logic make-up (layout without fill, tap and decap cells)
| group | after synthesis | after routing | share of synthesized area (%) |
|---|---|---|---|
| AND-OR/OR-AND | 212 | 212 | 4.25 |
| AND/OR/NAND/NOR | 836 | 836 | 15.9 |
| multiplexers | 163 | 163 | 10.5 |
| flip-flops | 682 | 682 | 65.4 |
| other | 0 | 2 | 0 |
| buffers and inverters | 182 | 419 | 2.32 |
| XOR/XNOR | 36 | 36 | 1.02 |
| adder cells (fa/ha/maj) | 13 | 13 | 0.529 |
## layout by cell type, fill, tap and decap left out, types with 7 or more instances in the layout
master and n:
sky130_fd_sc_hd__edfxtp_1 647, sky130_fd_sc_hd__and2_1 519, sky130_fd_sc_hd__clkdlybuf4s50_1 217, sky130_fd_sc_hd__mux4_2 128
sky130_fd_sc_hd__a21oi_1 87, sky130_fd_sc_hd__nor2_1 85, sky130_fd_sc_hd__clkbuf_16 81, sky130_fd_sc_hd__nand2_1 53
sky130_fd_sc_hd__buf_4 50, sky130_fd_sc_hd__nor2b_1 42, sky130_fd_sc_hd__mux2i_1 33, sky130_fd_sc_hd__a211oi_1 32
sky130_fd_sc_hd__dfxtp_1 29, sky130_fd_sc_hd__a31oi_1 27, sky130_fd_sc_hd__xnor2_1 24, sky130_fd_sc_hd__inv_1 21
sky130_fd_sc_hd__nand4_1 19, sky130_fd_sc_hd__or4_1 18, sky130_fd_sc_hd__o31ai_1 18, sky130_fd_sc_hd__clkbuf_1 16
sky130_fd_sc_hd__clkinv_1 16, sky130_fd_sc_hd__nand3_1 15, sky130_fd_sc_hd__ha_1 13, sky130_fd_sc_hd__o21ai_0 12
sky130_fd_sc_hd__xor2_1 12, sky130_fd_sc_hd__o21ai_4 12, sky130_fd_sc_hd__nor2_2 12, sky130_fd_sc_hd__clkinv_2 11
sky130_fd_sc_hd__nor4_1 10, sky130_fd_sc_hd__nor3_1 9, sky130_fd_sc_hd__or2_2 7, sky130_fd_sc_hd__or3_1 7
## area by class of cell
type                       count  area share [%]
multi-input combinational   1260            28.0
timing repair buffer         269            7.10
clock buffer                  97            5.76
antenna                        2          0.0138
sequential                   682            55.6
tap                          782            2.70
inverter                      21           0.218
clock inverter                32           0.611
## power by group
group	leakage (uW)	switching [uW]	total [uW]	internal, uW
logic	0.00459	131	238	106
registers	0.00682	32.9	2710	2680
clock network	0.00113	900	2180	1280
total	0.0125	1060	5130	4070
## critical path, cell delays in order
cell	delay (ns)
sky130_fd_sc_hd__buf_2	0.10
sky130_fd_sc_hd__buf_4	0.27
sky130_fd_sc_hd__nor3b_1	0.52
sky130_fd_sc_hd__nand2_1	0.39
sky130_fd_sc_hd__nor3_2	0.19
sky130_fd_sc_hd__buf_4	0.48
sky130_fd_sc_hd__or2_2	0.61
sky130_fd_sc_hd__buf_4	0.46
## final timing paths
path	from	to	slack [ns]	cells after the start
setup reg to reg	fifom.m[0]$_SDFFE_PP0P_	fifom.DATA_OUT[15]$_DFFE_PP_	7.75	7
setup / recovery	reset	fifom.fifo_mem[3][11]$_SDFFCE_PN0P_	6.78	8
hold reg to reg	fifom.DATA_OUT[30]$_DFFE_PP_	WDATA[30]$_DFFE_PP_	0.41	0
hold / removal	fifom.DATA_OUT[30]$_DFFE_PP_	WDATA[30]$_DFFE_PP_	0.41	0
## routing by layer
layer | up-vias | GRT usage [%]
met2 | 1099 | 37.1
li1 | 8266 | -
met4 | 2 | 3.49
met1 | 8743 | 42.3
met5 | - | 0.541
met3 | 84 | 18.0
## stage by stage
step	hold slack, ns	area, um2	std cells	power (uW)
6_report	0.412	36200	3145	5130
5_1_grt	0.424	36200	3143	5300
4_1_cts	0.415	36200	3143	5180
3_5_place_dp	0.405	33900	3014	3000
3_3_place_gp	0.401	33900	3014	2990
2_1_floorplan	0.400	30800	2124	2860
Power and IR drop assume default switching activity.
